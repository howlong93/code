`flow/run.sh`:
```
#!/bin/bash
# OpenROAD 26Q1-2900-gdf79404cd8, Yosys 0.63+post, stock flow scripts
make -C /OpenROAD-flow-scripts/flow DESIGN_CONFIG=/design/flow/config.mk WORK_HOME=/design/flow/orfs finish
```
`flow/config.mk`:
```
export PLATFORM = sky130hd
export DESIGN_NAME = MIPS
export DESIGN_NICKNAME = MIPS
export VERILOG_FILES = /design/flow/design.v
export SDC_FILE = /design/flow/constraint.sdc
export NUM_CORES = 4
export LEC_CHECK = 1
export CORE_UTILIZATION = 40
```
`flow/constraint.sdc`:
```
current_design MIPS

set clk_period 7.4
set clk_io_pct 0.2

create_clock -name clk0 -period $clk_period [get_ports {clk}]

set non_clock_inputs [all_inputs -no_clocks]
set_input_delay [expr $clk_period * $clk_io_pct] -clock clk0 $non_clock_inputs
set_output_delay [expr $clk_period * $clk_io_pct] -clock clk0 [all_outputs]
```
`flow/design.v`:
```
module MIPS(
    clk,
    rst_n,
    in_valid,
    instruction,
    out_valid,
    instruction_fail,
    out_0,
    out_1,
    out_2,
    out_3,
    out_4,
    out_5
);
input clk;
input rst_n;
input in_valid;
input [31:0] instruction;
output logic out_valid, instruction_fail;
output logic [15:0] out_0, out_1, out_2, out_3, out_4, out_5;
logic in_valid_1, in_valid_2, in_valid_3;
logic [31:0] instruction_reg;
always_ff @(negedge rst_n, posedge clk) begin
    if (~rst_n) begin
        in_valid_1 <= 0;
    end
    else begin
        if (in_valid) begin
            instruction_reg <= instruction;
        end
        in_valid_1 <= in_valid;
    end
end
logic [1:0] opcode_comb, opcode_reg;
logic [2:0] func_comb, func_reg;
logic [15:0] value_rs_comb, value_rs_reg;
logic [15:0] value_rt_comb, value_rt_reg;
logic [4:0] dest_comb, dest_reg;
logic [4:0] dest_reg_1;
logic [15:0] immediate_comb;
logic [5:0] shamt_comb, shamt_reg;
logic [15:0] result_comb, result_reg;
logic [15:0] add_reg;
assign shamt_comb = instruction_reg[10:6];
assign immediate_comb = instruction_reg[15:0];
always_comb begin
    if (instruction_reg[31:26] == 6'd0) begin
        case (instruction_reg[5:0])
            6'b100100: func_comb = 1;
            6'b100101: func_comb = 2;
            6'b100111: func_comb = 3;
            6'b000000: func_comb = 4;
            6'b000010: func_comb = 5;
            default: func_comb = 0;
        endcase
    end
    else begin
        func_comb = 0;
    end
end
always_comb begin
    case (instruction_reg[31:26])
        6'b000000: opcode_comb = 0;
        default: opcode_comb = 1;
    endcase
end
always_comb begin
    if (dest_reg_1 == instruction_reg[25:21]) value_rs_comb = result_reg;
    else begin
        case (instruction_reg[25:21])
            5'b10001: value_rs_comb = out_0;
            5'b10010: value_rs_comb = out_1;
            5'b01000: value_rs_comb = out_2;
            5'b10111: value_rs_comb = out_3;
            5'b11111: value_rs_comb = out_4;
            5'b10000: value_rs_comb = out_5;
            default: value_rs_comb = 16'd0;
        endcase
    end
end
always_comb begin
    if (dest_reg_1 == instruction_reg[20:16]) value_rt_comb = result_reg;
    else begin
        case (instruction_reg[20:16])
            5'b10001: value_rt_comb = out_0;
            5'b10010: value_rt_comb = out_1;
            5'b01000: value_rt_comb = out_2;
            5'b10111: value_rt_comb = out_3;
            5'b11111: value_rt_comb = out_4;
            5'b10000: value_rt_comb = out_5;
            default: value_rt_comb = 16'd0;
        endcase
    end
end
always_comb begin
    case (instruction_reg[31:26])
        6'b000000: begin
            dest_comb = instruction_reg[15:11];
        end
        6'b001000: begin
            dest_comb = instruction_reg[20:16];
        end
        default: begin
            dest_comb = 0;
        end
    endcase
end
always_ff @ (posedge clk, negedge rst_n) begin
    if (~rst_n) begin
        in_valid_2 <= 0;
    end
    else begin
        if (in_valid_1) begin
            value_rs_reg <= value_rs_comb;
            value_rt_reg <= value_rt_comb;
            dest_reg <= dest_comb;
            add_reg <= (opcode_comb == 0) ? value_rt_comb : immediate_comb;
            func_reg <= func_comb;
            opcode_reg <= opcode_comb;
            shamt_reg <= shamt_comb;
        end
        in_valid_2 <= in_valid_1;
    end
end
always_comb begin
    case (func_reg)
        6'd0: result_comb = value_rs_reg + add_reg;
        6'd1: result_comb = value_rs_reg & value_rt_reg;
        6'd2: result_comb = value_rs_reg | value_rt_reg;
        6'd3: result_comb = ~(value_rs_reg | value_rt_reg);
        6'd4: result_comb = value_rt_reg << shamt_reg;
        6'd5: result_comb = value_rt_reg >> shamt_reg;
        default: result_comb = 16'd0;
    endcase
end
always_ff @ (negedge rst_n, posedge clk) begin
    if (~rst_n) begin
        in_valid_3 <= 0;
        result_reg <= 0;
    end
    else begin
        if (in_valid_2) begin
            result_reg <= result_comb;
            dest_reg_1 <= dest_reg;
        end
        in_valid_3 <= in_valid_2;
    end
end
always_ff @ (negedge rst_n, posedge clk) begin
    if (~rst_n) begin
        out_valid <= 0;
        instruction_fail <= 0;
        out_0 <= 0;
        out_1 <= 0;
        out_2 <= 0;
        out_3 <= 0;
        out_4 <= 0;
        out_5 <= 0;
    end
    else if (in_valid_3) begin
        out_valid <= 1;
        case (dest_reg_1)
            5'b10001: begin
                out_0 <= result_reg;
                instruction_fail <= 0;
            end
            5'b10010: begin
                out_1 <= result_reg;
                instruction_fail <= 0;
            end
            5'b01000: begin
                out_2 <= result_reg;
                instruction_fail <= 0;
            end
            5'b10111: begin
                out_3 <= result_reg;
                instruction_fail <= 0;
            end
            5'b11111: begin
                out_4 <= result_reg;
                instruction_fail <= 0;
            end
            5'b10000: begin
                out_5 <= result_reg;
                instruction_fail <= 0;
            end
            default: instruction_fail <= 1;
        endcase
    end
    else begin
        out_0 <= 0;
        out_1 <= 0;
        out_2 <= 0;
        out_3 <= 0;
        out_4 <= 0;
        out_5 <= 0;
        out_valid <= in_valid_3;
    end
end
endmodule
```
==> Changelog: implementation <==
### Changed

* Run status: complete, no violations
* Critical path peak fanout at 4
* Met3 track demand over resource in global routing at 7.955%
* Tally of nets with antenna violations remaining after routing at 0
* Slowest stage delay, CP at 520 ps
* Clock Sinks at approximately 220
* Height of the die at 182.2 microns
* RSZ-0062 raised after global routing: no
* Vias per inst at 5.943
* Clock edge transition at the registers on the reported setup and hold paths at approximately 60 ps
* Met1 demand-to-capacity share in global routing at around two fifths
* Number of inserted diodes at 0
* Data required, critical path at 5920 ps
* Placed cells at 1,723
* Chip Footprint at 33,190 sq um
* Via count of the first global-routing pass at about 10k
* Number of antenna violations at the first check in global routing at 0
* Highest clock rate at 333.0 MHz
* Type of the most critical hold path: reg2reg
* Total power density per cell area at between 150 and 200 nW/um^2
* Beginning of the worst register-to-register path: value_rs_reg[0]$_DFFE_PP_
* Global-route track usage on met2 at just under 40%
* Ao+oa area frac at 19.40%
* Number of warning messages in the logs at 25
* Maximum number of buffers from clock root to sink at 3
* Worst path buffer plus inverter count at 1
* Final setup TNS at 0 ps
* Arrival time of the worst setup path at between 1500 and 2000 ps
* Worst setup path category: reg2out
* Crit path cell chain: clkdlybuf4s50_1
* Total clock buffers created by CTS at 24
* Maximum resistive drop on vdd at between 0.00015 and 0.0002 V
* Static leakage power at ~6.0 nW
* Largest net degree at the start of global routing at 71
* Layer with the highest usage after global routing: met1
* Number of cells in the yosys synthesis report at roughly 1.3k
* Drt wl/cell at 23.35 microns
* Final setup fails at 0
* Final standard cell utilization of the core at between 40% and 50%
* Clock Tree Root: sky130_fd_sc_hd__clkbuf_16
* Capturing element type of the critical path: output pin
* Seq cells post-synth at 218
* Post-synth tally of flip-flops with integrated enable at 95
* Period minus WS final at 3003 ps
* Number of gates resized after cts at 0
* Final number of hold-violating endpoints at 0
* Wire length of the first global-routing pass at 63,200 microns
* Power consumption at 2.782 mW
* Width of the chip at 182.2 microns
* Syn Area/Cell at 10.22 sq um
* Simple-gate portion of the synthesized area at 15.88%
* Grt ovf at 0
* Clock tree from TritonCTS: yes
* Syn. warnings at 1
* First-pass iteration count of the detailed router at 6
* CP top delay family: buffers and inverters
* H-tree Lvls at 1
* Post-route insts no fill at about 1.8k
* Area grow syn2layout at 17.55%
* Share of post-route cells with drive strength above 1 at about a tenth
* # Post-CTS Setup Buffers at 0
* Core box area at 31,720 sq um
* Synthesized instance count at 1,270
* Estimated wirelength of the detail-placed design at between 20,000 and 30,000 microns
* Largest clock skew in the final design at 15.03 ps
* Period utilization at 40.59%
* Summed instance area of the synthesized netlist at roughly 13,000 sq um
* Area share of fa/ha/maj cells after synthesis at 1.600%
* Starting DRC count in detailed routing at 960
* Final Hold Slack at 390.6 ps
* Yosys xor share at 1.214%
* Tightest slew margin relative to the limit at 44.64%
* Final Max-Slew Violation Tally at 0
* Number of DRC violations after detailed routing at 0
* Startpoint of the worst setup timing path: out_5[3]$_DFFE_PN0P_
* Synthesized chip area reported by yosys at 12,980 sq um
* Max reg flops at 32
* Post-cts hold buffer count at 0
* Via count at between 10k and 15k
* Unique cell types at around 84
* Share of synthesized registers carrying an async set or reset at 53.67%
* Skew-Pair Late Insertion Delay at 530 ps
* Area fraction in mux cells at between 10% and 20%
* Number of placement rows at 65
* Total Wirelength at about 41,000 microns
* Number of port buffers at 132
* Slowest library cell on the worst path: sky130_fd_sc_hd__clkdlybuf4s50_1
* Reported max-cap violation count at 0
* Top Ports at 133
* Core Density at Floorplan at 40.94%
* Slew at the pin closest to its max-slew limit at 830.3 ps
* Dominant register cell in the synthesized netlist: sky130_fd_sc_hd__dfrtp_1
* Kind of start point of the critical path: flip-flop
* Main kind of combinational logic by area: AND-OR/OR-AND gates
* Weighted congestion at the end of routability-driven global placement at 0.9317
* Start point of the worst min-delay path: in_valid_1$_DFF_PN0_
* Global Route Usage Sum at 26.44%
* Part of the Yosys area used for sequential elements at 45.44%
-- path summary, 6_finish.rpt --
kind	endpoint	slack (ps)	cells past startpoint
worst max register to register	result_reg[10]$_DFFE_PN0P_	4800	9
worst min register to register	in_valid_2$_DFF_PN0_	390	0
worst min-delay path	in_valid_2$_DFF_PN0_	390	0
max in group asynchronous	in_valid_3$_DFF_PN0_	4840	3
min in group asynchronous	out_valid$_DFF_PN0_	850	1
worst max-delay path	out_5[3]	4400	1
-- power by group --
part / internal [mW] / leakage, nW / switching [mW] / total [mW]
logic: 0.0912 / 3.11 / 0.111 / 0.202
clock network: 0.718 / 0.388 / 0.484 / 1.20
registers: 1.30 / 2.53 / 0.0744 / 1.38
total: 2.11 / 6.03 / 0.669 / 2.78
-- final cells by class --
type | instances | area (sq um)
clock buffers | 30 | 644.4
repair buffers | 165 | 1567
clock inverters | 14 | 138.9
flip-flops and latches | 218 | 5902
fillers | 2862 | 16450
multi-input cells | 917 | 6430
inverters | 21 | 78.83
well taps | 402 | 503.0
-- synthesized netlist by cell type (20+ instances only) --
cell                       number  area share (%)
sky130_fd_sc_hd__a22oi_1      105             6.1
sky130_fd_sc_hd__mux2_2        27             2.3
sky130_fd_sc_hd__a21boi_0      47             2.7
sky130_fd_sc_hd__nor2_1       106             3.1
sky130_fd_sc_hd__edfxtp_1      95              22
sky130_fd_sc_hd__nand3_1       34             1.3
sky130_fd_sc_hd__buf_2         20            0.77
sky130_fd_sc_hd__mux2i_1       72             5.6
sky130_fd_sc_hd__nand2_1      152             4.4
sky130_fd_sc_hd__inv_1         21            0.61
sky130_fd_sc_hd__clkbuf_1      69             2.0
sky130_fd_sc_hd__nor2b_1       55             2.6
sky130_fd_sc_hd__dfrtp_1      117              23
sky130_fd_sc_hd__a21oi_1       37             1.4
sky130_fd_sc_hd__o21ai_0       32             1.2
-- cell usage in the layout (no fill, tap or decap), types with 12 or more instances in the layout --
cell type,n
sky130_fd_sc_hd__a21boi_0,47
sky130_fd_sc_hd__a21o_1,15
sky130_fd_sc_hd__a21oi_1,37
sky130_fd_sc_hd__a22oi_1,105
sky130_fd_sc_hd__and4_1,13
sky130_fd_sc_hd__buf_4,34
sky130_fd_sc_hd__clkbuf_16,25
sky130_fd_sc_hd__clkdlybuf4s50_1,131
sky130_fd_sc_hd__dfrtp_1,116
sky130_fd_sc_hd__edfxtp_1,95
sky130_fd_sc_hd__ha_1,15
sky130_fd_sc_hd__inv_1,20
sky130_fd_sc_hd__mux2_2,27
sky130_fd_sc_hd__mux2i_1,72
sky130_fd_sc_hd__mux4_2,16
sky130_fd_sc_hd__nand2_1,152
sky130_fd_sc_hd__nand3_1,34
sky130_fd_sc_hd__nor2_1,106
sky130_fd_sc_hd__nor2b_1,55
sky130_fd_sc_hd__o211ai_1,12
sky130_fd_sc_hd__o21ai_0,32
-- routing by layer --
| metal | up-vias | part of all wire [%] | wire length [microns] |
|---|---|---|---|
| li1 | 4881 | - | - |
| met1 | 5118 | 44 | 18140 |
| met2 | 423 | 44 | 18240 |
| met3 | 80 | 9.3 | 3828 |
| met4 | 0 | 2.5 | 1046 |
| met5 | - | 0 | 0 |
-- cells by family (layout without fill, tap and decap cells) --
group / after synthesis / after routing
fa+ha+maj: 16 / 16
xor+xnor: 18 / 18
flops: 218 / 218
mux: 120 / 120
simple gates: 422 / 422
compound gates: 341 / 341
buf+inv: 135 / 230
-- through the flow --
step	cell area (sq um)	setup slack [ps]
detailed placement	14480	4206
global route	15260	4365
global placement	14480	4200
floorplan	12990	4227
finish	15260	4397
CTS	15260	4414
Power is estimated from default activity; no workload was simulated.
